## ./design.v

```verilog
module crc32_serial_ll (
	input reset, enable, clk, d,
	output reg [31:0] q
);
	wire c;
	assign c = q[31] ^ d;
	always @(posedge clk)
		if (reset)
			q <= 32'hFFFFFFFF;
		else
		if (enable) begin
			q[0]  <= 0     ^ c;
			q[1]  <= q[0]  ^ c;
			q[2]  <= q[1]  ^ c;
			q[3]  <= q[2];
			q[4]  <= q[3]  ^ c;
			q[5]  <= q[4]  ^ c;
			q[6]  <= q[5];
			q[7]  <= q[6]  ^ c;
			q[8]  <= q[7]  ^ c;
			q[9]  <= q[8];
			q[10] <= q[9]  ^ c;
			q[11] <= q[10] ^ c;
			q[12] <= q[11] ^ c;
			q[13] <= q[12];
			q[14] <= q[13];
			q[15] <= q[14];
			q[16] <= q[15] ^ c;
			q[17] <= q[16];
			q[18] <= q[17];
			q[19] <= q[18];
			q[20] <= q[19];
			q[21] <= q[20];
			q[22] <= q[21] ^ c;
			q[23] <= q[22] ^ c;
			q[24] <= q[23];
			q[25] <= q[24];
			q[26] <= q[25] ^ c;
			q[27] <= q[26];
			q[28] <= q[27];
			q[29] <= q[28];
			q[30] <= q[29];
			q[31] <= q[30];
		end
endmodule
```

## ./run.sh

```bash
#!/bin/bash
# OpenROAD 26Q1-2900-gdf79404cd8, Yosys 0.63+post, stock flow scripts
make -C /OpenROAD-flow-scripts/flow DESIGN_CONFIG=/design/flow/config.mk WORK_HOME=/design/flow/orfs finish
```

## ./config.mk

```make
export PLATFORM = sky130hd
export DESIGN_NAME = crc32_serial_ll
export DESIGN_NICKNAME = crc32_serial_ll
export VERILOG_FILES = /design/flow/design.v
export SDC_FILE = /design/flow/constraint.sdc
export NUM_CORES = 4
export LEC_CHECK = 1
export CORE_AREA = 10 10 113 113
export DIE_AREA = 0 0 123 123
```

## ./constraint.sdc

```tcl
current_design crc32_serial_ll

set clk_period 2.5
set clk_io_pct 0.2

create_clock -name clk0 -period $clk_period [get_ports {clk}]

set non_clock_inputs [all_inputs -no_clocks]
set_input_delay [expr $clk_period * $clk_io_pct] -clock clk0 $non_clock_inputs
set_output_delay [expr $clk_period * $clk_io_pct] -clock clk0 [all_outputs]
```

==> run summary <==
Run status: finished, final reports clean
Period utilization: 86.1%
Tmin final: 2.15 ns
DR pass1 iterations: 4
Setup repair after global routing missed its margin: no
Rows: 37
Max cap viols: 0
Number of enable flip-flop cells: 0
CP Buf/Inv Count: 1
Layout filler cell count: 1,116
Antenna fix cells: 0
CP max stage delay: 0.75 ns
Detailed Route WL: 3.47 mm
DR WL/cell: 11.8 µm
Worst-Margin Slew: 0.662 ns
Worst Path Max Fanout: 16
Post-synthesis sequential area ratio: 42.0%
Placed Area: 2000 µm²
Max Buffers Root-to-Sink: 2
Core Util, Final: 20.4%
Residual DRC count: 0
Worst VDD drop: 0.231 mV
Int Power: 1.04 mW
Crit end category: primary output
Yosys Instances: 123
CP max stage cell: dfxtp_1
Max reg flops: 32
Mapped Avg Cell Area: 12.4 µm²
Die ar.: 15,100 µm²
Post-CTS Resized: 0
# hold bufs at CTS: 0
Crit-path cells: clkdlybuf4s50_1
Sequential share of power: 43.9%
Largest net degree at the start of global routing: 35
Async S/R FF share, synth: 0%
Top Registers: q (32)
Buffers on Ports: 35
Ranking of synthesized cells by area: dfxtp_1, a211o_1, xor3_1, nor2b_1, xor3_4
Initial antenna violation count: 0
Max Clk Rate: 465 MHz
# setup viols final: 0
Clk slew on worst S/H paths: 0.07 ns
Combinational Area: 811 µm²
Pwr/cell area: 638 nW/µm²
Post-CTS setup buffer count: 0
Synthesized cell area: 1530 µm²
Total GRT Usage: 4.66%
Worst EP required: 2.00 ns
Fraction of layout cells with a size suffix above 1: 10.2%
Ys flops: 32
Slew headroom: 55.8%
Fin. Hold Viols: 0
Worst EP arrival: 1.65 ns
First-pass GRT wire length: 5.54 mm
CTS tree: built
Post-Syn Instances: 123
Final Cell Area: 2110 µm²
Family with the most delay on the worst path: flip-flops
Synth warn: 1
Routability congestion estimate: 0.721
P_sw: 0.309 mW
Fin Setup TNS: 0 ns
P_leak: 0.903 nW
Worst clock skew: 0.00456 ns
Most flops, register: q
Top-area cell share: 42.0%
Sw frac: 23.0%
Gate power share: 19.0%
Die height: 123 µm
Number of DRC markers in iteration 0: 69
Post-DP HPWL: 2.44 mm
GRT Residual Overflow: 0
Die width: 123 µm
Log Warnings: 25
H-tree depth: 2
Sink Count: 32
Clock share of power: 37.1%
Vias in the first global route: 1,014
Yosys stat chip area: 1530 µm²
Vias: 1,005
Vias/cell: 3.43
IO Pins: 36
Post-synth top area cell: dfxtp_1
Crit start category: flop
Root Driver: clkbuf_8
Setup CP Type: reg -> out
Antenna viol nets, final: 0
Area Overhead vs Synth: 38.2%
Floorplan utilization: 14.8%
Main flop type: dfxtp_1
Top post-synthesis cells by count: a211o_1, dfxtp_1, nor2b_1
Yosys cell types: 11
Reg area: 641 µm²
Total CTS buffers: 5
Reg2reg setup slack: 0.73 ns
Max-slew violations: 0
Core Region: 10,300 µm²
Hold Crit Class: reg -> reg
Clk ins delay skew pair: 0.28 ns
layout by cell type (no fill, tap or decap):
cell type,count
a211o_1,32
and2b_1,1
buf_2,1
buf_4,4
bufinv_16,1
clkbuf_8,5
clkdlybuf4s50_1,34
clkinv_2,1
clkinvlp_4,1
dfxtp_1,32
nor2b_1,31
xor2_1,1
xor3_1,10
xor3_4,3
through the flow:
stage / hold slack [ns] / total power, mW / setup slack [ns] / cells
CTS: 0.481 / 1.38 / 0.285 / 293
finish: 0.482 / 1.34 / 0.348 / 293
detailed placement: 0.469 / 0.864 / 0.310 / 285
global route: 0.496 / 1.43 / 0.200 / 293
global placement: 0.464 / 0.860 / 0.326 / 285
floorplan: 0.427 / 0.751 / 1.00 / 123
power by group through the flow:
stage	sequential (mW)	clock [mW]	combinational (mW)
finish	0.590	0.499	0.256
CTS	0.590	0.524	0.263
global route	0.597	0.556	0.281
layer usage:
metal / wire length (µm) / GRT usage, % / part of all wire [%] / vias up
li1: - / - / - / 505
met1: 1510 / 5.91 / 44 / 476
met2: 1560 / 7.20 / 45 / 24
met4: 0 / 0.437 / 0 / 0
met3: 395 / 2.50 / 11 / 0
met5: 0 / 0 / 0 / -
path summary, 6_finish.rpt:
kind / startpoint / endpoint / cells after the start
worst max-delay path: q[31] / q[31] / 1
worst min-delay path: q[2] / q[3] / 1
worst max register to register: q[31] / q[1] / 2
worst min register to register: q[2] / q[3] / 1
logic make-up (layout without fill, tap and decap cells):
kind of cell	Yosys count	count (layout)	share of synthesized area, %
buffers and inverters	13	47	4.84
XOR/XNOR	14	14	21.6
flip-flops	32	32	42.0
AND/OR/NAND/NOR	32	32	13.2
AND-OR/OR-AND	32	32	18.4
layout make-up:
type	count	share of cell area [%]
Clock inverter	3	2.02
Timing Repair Buffer	39	17.8
Sequential cell	32	30.4
Clock buffer	5	3.26
Tap cell	136	8.07
Multi-Input combinational cell	78	38.5
Power is estimated from default activity; no workload was simulated.
